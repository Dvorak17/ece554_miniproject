==> flow/design.v <==
module fifo
  #(
    parameter DEPTH=8,
    parameter BITS=64
  )
  (
    input clk, rst_n, en,
    input [BITS-1:0] d,
    output [BITS-1:0] q
  );
  reg [BITS-1:0] data [DEPTH-1:0];
  integer i;
  always_ff @(posedge clk, negedge rst_n) begin
    if (!rst_n) begin
      for (i = 0; i < DEPTH; i = i + 1) begin
        data[i] <= '0;
      end
    end else if (en) begin
      for (i = DEPTH - 1; i > 0; i = i - 1) begin
        data[i] <= data[i - 1];
      end
      data[0] <= d;
    end
  end
  assign q = data[DEPTH - 1];
endmodule
==> flow/run.sh <==
#!/bin/bash
# OpenROAD 26Q1-2900-gdf79404cd8, Yosys 0.63+post, stock flow scripts
make -C /OpenROAD-flow-scripts/flow DESIGN_CONFIG=/design/flow/config.mk WORK_HOME=/design/flow/orfs finish
==> flow/config.mk <==
export PLATFORM = sky130hd
export DESIGN_NAME = fifo
export DESIGN_NICKNAME = fifo
export VERILOG_FILES = /design/flow/design.v
export SDC_FILE = /design/flow/constraint.sdc
export NUM_CORES = 4
export LEC_CHECK = 1
export CORE_UTILIZATION = 50
==> flow/constraint.sdc <==
current_design fifo

set clk_period 1.2
set clk_io_pct 0.2

create_clock -name clk0 -period $clk_period [get_ports {clk}]

set non_clock_inputs [all_inputs -no_clocks]
set_input_delay [expr $clk_period * $clk_io_pct] -clock clk0 $non_clock_inputs
set_output_delay [expr $clk_period * $clk_io_pct] -clock clk0 [all_outputs]
==> run notes <==
impl run done, here's what came out: TritonCTS clock tree=built, Clock Root Buffer=sky130_fd_sc_hd__clkbuf_16, sequential fraction of the synthesis area=0.6666, most instantiated cells after synthesis=512 x sky130_fd_sc_hd__dfrtp_1, 512 x sky130_fd_sc_hd__mux2_2, 46 x sky130_fd_sc_hd__buf_6, post-detailed-route via-to-cell ratio=4.917, tally of max-capacitance violations=0, Registers, synthesis=512, Setup-failing EPs final=64, number of global-route vias before repair=9212, ratio of cells with drive above 1 in the final layout=0.5532, CP max FO=2, series of cell instances along the critical path=buf_2, leading area contributor after synthesis=sky130_fd_sc_hd__dfrtp_1, Worst Setup Path Type=register to output pin, register containing the most flip-flops in the final layout=data, ant diodes=0, worst-path cell with the longest stage delay=sky130_fd_sc_hd__dfrtp_1, routed vias=9170, half-perimeter wire length after placement=17240 um, setup slack of the critical path after layout=-140.6 ps, Min-Delay Path Class=input port to register, top cells, area=sky130_fd_sc_hd__dfrtp_1 67%, sky130_fd_sc_hd__mux2_2 30%, sky130_fd_sc_hd__buf_6 2.7%, row cnt=71, mean cell area of the mapped netlist=17.78 um2, max_slew headroom=0.5491, pin count of the biggest net entering global routing=66, leakage=10.18 nW, Initial DRC Count=220, setup repair after global routing missed its margin=yes, clock transition time at the flip-flop clock pins of the worst setup and hold paths=60 ps, number of warning messages in the yosys log=2, final worst hold slack=146.0 ps, wire length after detailed routing=27870 um, leading registers by flop count=data: 512 flops, outcome=complete, but fails checks, antenna-violating nets left=0, dpl ws=-81.78 ps, area occupied by registers=12810 um2, # port buffers=130, ys cells=1081, fill count=2752, area delta synth->final=20.97%, routing usage on met2=0.2229, Final Hold Violating Endpoints=0, floorplan-stage core utilization=0.5091, overall track demand over capacity in global routing=0.1608, highest cell delay on the worst timing path=400 ps, final clock skew=11.80 ps, total CTS buffers=53, area of the mapped netlist=19220 um2, DIE HEIGHT=198.1 um, 1st-pass router iterations=4, Sinks on Clock Net=512, critical path's top delay family=flip-flops, Util after Layout=0.6159, required time worst endpoint=960 ps, Main synth FF type=sky130_fd_sc_hd__dfrtp_1, tally of OpenROAD warnings=27, actual slew at the worst max-slew pin=676.3 ps, post-layout period usage of the worst path=1.117, die footprint=39230 um2, Synth top area share=0.6666, Residual DRC=0, number of slew-limit violations in the final report=0, Distinct lib cells used=5, data arrival time of the worst path=1100 ps, mean routed wirelength per cell=14.95 um, Power per Cell Area=2035 nW/um2, global-route track usage on met3=0.03229, failing checks=setup timing, total overflow reported by the global router=0, global-route met1 utilization=0.2829, routing layer with the top usage in global route=met1, fraction of synthesis flops using an asynchronous set or reset pin=1.000, initial antenna violation count=0, timing-limited maximum frequency=0.7459 GHz, total number of H-tree levels=2, Gate Area=5766 um2, die width=198.1 um, gate count after technology mapping=1081, top-level I/O count=131, number of buffers and inverters on the critical path=1, sort of element at the end of the critical path=output pin, global-route wire length before repair=48240 um, Worst VDD drop=1214 uV, Longest Clk Path Bufs=3, time the worst path needs with I/O delays and setup=1341 ps, count of library flops with an enable pin=0, Routability Congestion=0.7321, core area=37760 um2, max FFs per register=512, chip area from the yosys synthesis statistics=19220 um2, source-to-sink clock delay at the later pin of the worst-skew pair=580 ps, sort of element at the start of the critical path=register
[area by class of cell]
cell class / count / share of cell area
well taps: 511 / 0.02750
repair buffers: 230 / 0.09842
clock inverters: 10 / 0.005542
multi-input cells: 512 / 0.2480
clock buffers: 90 / 0.06958
flip-flops and latches: 512 / 0.5510
[repair_timing]
item | in CTS | in global routing
endpoints found under the hold margin | 377 | 31
gates resized | 206 | 1
pin swaps | 0 | 0
endpoints found under the setup margin | 64 | 319
setup buffers | 20 | 6
hold buffers | 3 | 1
[worst min-delay path, cell delays in order]
cell and delay, ps:
sky130_fd_sc_hd__buf_8 160, sky130_fd_sc_hd__buf_12 140, sky130_fd_sc_hd__mux2_2 140
[kinds of logic (layout without fill, tap and decap cells)]
family / after synthesis / after routing / synth area share
buffers and inverters: 57 / 330 / 0.03346
muxes: 512 / 512 / 0.3000
DFF: 512 / 512 / 0.6666
[placed cells by master, fill, tap and decap left out]
cell                              netlist  routed
sky130_fd_sc_hd__dlymetal6s4s_1         0       1
sky130_fd_sc_hd__clkinv_2               0       6
sky130_fd_sc_hd__buf_12                 0      42
sky130_fd_sc_hd__clkbuf_16              0      55
sky130_fd_sc_hd__clkdlybuf4s50_1        0      64
sky130_fd_sc_hd__clkbuf_8               8      11
sky130_fd_sc_hd__inv_6                  0       1
sky130_fd_sc_hd__buf_4                  0      53
sky130_fd_sc_hd__buf_2                  3      63
sky130_fd_sc_hd__bufinv_16              0       3
sky130_fd_sc_hd__buf_8                  0       2
sky130_fd_sc_hd__buf_6                 46       1
sky130_fd_sc_hd__mux2_2               512     512
sky130_fd_sc_hd__clkbuf_1               0      24
sky130_fd_sc_hd__dlygate4sd3_1          0       4
sky130_fd_sc_hd__dfrtp_1              512     512
[worst paths after layout]
| path | start | to | slack [ps] | cells past startpoint |
|---|---|---|---|---|
| max | data[7][17] | q[17] | -140 | 1 |
| min | en | data[0][55] | 150 | 3 |
| max reg2reg | data[7][24] | data[7][24] | 200 | 3 |
| min reg2reg | data[3][55] | data[4][55] | 490 | 1 |
| max in group asynchronous | rst_n | data[0][16] | 90 | 8 |
| min in group asynchronous | rst_n | data[2][44] | 450 | 7 |
[through the flow]
step | setup TNS (ps) | instance area, um2 | instances | power (mW)
floorplan | 0 | 19220 | 1081 | 28.12
global route | -10340 | 23250 | 1865 | 50.09
detailed placement | -13250 | 21490 | 1730 | 32.00
global placement | -10490 | 21490 | 1730 | 31.72
CTS | -18400 | 23200 | 1859 | 48.07
finish | -6683 | 23250 | 1865 | 47.32
[where the power goes]
| group | switching [mW] | total, mW | internal (mW) |
|---|---|---|---|
| sequential | 2.16 | 24.1 | 21.9 |
| clock | 6.35 | 16.1 | 9.77 |
| combinational | 2.03 | 7.14 | 5.11 |
[layer usage]
metal | routed length [um] | vias up
met5 | 0 | -
met4 | 684 | 0
met3 | 1212 | 50
met2 | 12270 | 116
met1 | 13710 | 4672
li1 | - | 4332
Power is estimated from default activity; no workload was simulated.
