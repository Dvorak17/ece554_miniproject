==> design/flow/design.v <==
module tpumac
 #(
    parameter BITS_AB=8,
    parameter BITS_C=16
  )
  (
    input clk, rst_n, WrEn, en,
    input signed [BITS_AB-1:0] Ain,
    input signed [BITS_AB-1:0] Bin,
    input signed [BITS_C-1:0] Cin,
    output reg signed [BITS_AB-1:0] Aout,
    output reg signed [BITS_AB-1:0] Bout,
    output reg signed [BITS_C-1:0] Cout
  );
  always_ff @(posedge clk, negedge rst_n) begin
    if (!rst_n) begin
      Aout <= '0;
      Bout <= '0;
      Cout <= '0;
    end else begin
      if (en) begin
        Aout <= Ain;
        Bout <= Bin;
        if (WrEn) begin
          Cout <= Cin;
        end else begin
          Cout <= (Ain * Bin) + Cin;
        end
      end
    end
  end
endmodule
==> design/flow/run.sh <==
#!/bin/bash
# OpenROAD 26Q1-2900-gdf79404cd8, Yosys 0.63+post, stock flow scripts
make -C /OpenROAD-flow-scripts/flow DESIGN_CONFIG=/design/flow/config.mk WORK_HOME=/design/flow/orfs finish
==> design/flow/config.mk <==
export PLATFORM = sky130hd
export DESIGN_NAME = tpumac
export DESIGN_NICKNAME = tpumac
export VERILOG_FILES = /design/flow/design.v
export SDC_FILE = /design/flow/constraint.sdc
export NUM_CORES = 4
export LEC_CHECK = 1
export CORE_UTILIZATION = 30
==> design/flow/constraint.sdc <==
current_design tpumac

set clk_period 1.5
set clk_io_pct 0.2

create_clock -name clk0 -period $clk_period [get_ports {clk}]

set non_clock_inputs [all_inputs -no_clocks]
set_input_delay [expr $clk_period * $clk_io_pct] -clock clk0 $non_clock_inputs
set_output_delay [expr $clk_period * $clk_io_pct] -clock clk0 [all_outputs]
==> impl_metrics.json <==
{
  "power.internal_w": 0.00713,
  "crit_fanout": 4,
  "insertion_delay_ns": 0.28,
  "yosysTopAreaCellShare": 0.339,
  "clock_sinks": 32,
  "outcome": "complete, but fails checks",
  "ys_chip_area_sq_um": 4190,
  "dp_cells": 690,
  "skew_ns": 0,
  "syn_avg_cell_area_sq_um": 10.3,
  "powerDensity_nw_per_um2": 1860,
  "top_cell": "inv_1",
  "top_cells_by_count": "inv_1 (74), fa_1 (71), ha_1 (37)",
  "io_pins": 68,
  "dp_hpwl_um": 8020,
  "seq_area_sq_um": 801,
  "required_ns": 1.64,
  "clk_root_buffer_cell": "clkbuf_16",
  "ff_type": "dfrtp_1",
  "pwr-share-seq": 0.104,
  "maxSlewViolCount": 0,
  "antenna_left": 0,
  "reg2reg_slack_ns": 0.58,
  "die_h_um": 120,
  "startpoint_type": "input port",
  "drive_gt1_frac": 0.364,
  "finalSetupViolations": 15,
  "layout.cells.non_filler": 723,
  "worstSetupPathType": "in -> reg",
  "routabilityCongestion": 0.838,
  "clockBufferDepth": 2,
  "max_slew_margin": 0.688,
  "cp.arrival_ns": 4.32,
  "syn_area_sq_um": 4190,
  "clk_pin_slew_worst_paths_ns": 0.06,
  "core_sq_um": 13500,
  "cap_violations": 0,
  "leakage_nw": 2.94,
  "tightest_slew_ns": 0.465,
  "min_path_type": "in -> reg",
  "wl_per_cell_um": 14.0,
  "r2r_cells": 3,
  "synth_cell_types": 34,
  "seq_area_frac_synth": 0.191,
  "min_period_over_period": 2.78,
  "yosys_register_bits": 32,
  "pre_cts_ws_ns": -3.55,
  "postSynthCellCount": 405,
  "postCtsHoldBufs": 0,
  "layout_setup_ws_ns": -2.68,
  "antenna_cells": 0,
  "rsz0062_at_grt": "true",
  "place_area_sq_um": 5560,
  "critPathCaptureType": "flip-flop",
  "viasPerCell": 4.59,
  "cts_tree": "built",
  "cts_buffers": 5,
  "yosysTopAreaCell": "fa_1",
  "whs_path_depth": 2,
  "grt_pass1_wl_um": 17500,
  "rows": 42,
  "drt_iter0_drc": 100,
  "routed_wl_um": 10100,
  "async_flop_share": 1.00,
  "reg2reg_from": "Cout[10]",
  "grt_overflow_total": 0,
  "log.warning_count": 29,
  "yosys_warnings": 1,
  "synthToLayoutAreaGrowth_pct": 49.7,
  "fp_util": 0.311,
  "critPathCapture": "Cout[13]",
  "num_vias": 3320,
  "final_util": 0.466,
  "timing.critical_path.from": "Ain[4]",
  "switching_share": 0.388,
  "power_frac_comb": 0.795,
  "power.share.clock": 0.101,
  "drc": 0,
  "max_freq_mhz": 239,
  "final_design_area_no_fill_sq_um": 6270,
  "ir_drop_mv": 1.37,
  "grtUsageTotal": 0.159,
  "failed_checks": "negative setup slack",
  "switchingPower_w": 0.00452,
  "final-comb-area_sq_um": 3450,
  "hold_viol_final": 0,
  "fillCellCount": 1237,
  "drt-pass1-iter-count": 4,
  "antenna_found_initial": 0,
  "grt_pass1_vias": 3583,
  "min_from": "Bin[0]",
  "grt_start_max_net_pins": 33,
  "fin_crit_ns": 4.18,
  "hold_ws_ns": 0.271,
  "fp.dieW_um": 120,
  "edf_count": 0,
  "portBuffers": 67,
  "reg2reg_to": "Cout[10]",
  "ys_cells": 405,
  "synthTopCellsByArea": "fa_1 (34%), dfrtp_1 (19%), ha_1 (11%)",
  "chipArea_sq_um": 14400,
  "h-tree-depth": 2
}
layout make-up:
| type | instances | share of cell area |
|---|---|---|
| multi-input combinational | 287 | 0.551 |
| timing repair buffer | 145 | 0.215 |
| sequential | 32 | 0.128 |
| clock inverter | 2 | 0.00559 |
| inverter | 75 | 0.0451 |
| tap | 176 | 0.0351 |
| clock buffer | 6 | 0.0206 |
per-stage QoR:
| stage | total power, W | TNS (ns) |
|---|---|---|
| floorplan | 0.00608 | -32.05 |
| global placement | 0.00852 | -43.26 |
| detailed placement | 0.00855 | -43.51 |
| CTS | 0.0112 | -30.23 |
| global route | 0.0128 | -31.95 |
| finish | 0.0116 | -30.27 |
flip-flops by register name (all words and copies together), names as in the netlist:
| register | flops |
|---|---|
| Cout | 16 |
| Bout | 8 |
| Aout | 8 |
power groups by stage:
| stage | Clock, W | Sequential (W) | Combinational (W) |
|---|---|---|---|
| 4_1_cts | 0.00121 | 0.00122 | 0.00876 |
| 5_1_grt | 0.00124 | 0.00124 | 0.0103 |
| 6_report | 0.00118 | 0.00121 | 0.00926 |
per-layer routing:
| layer | GRT usage | part of all wire | wire length [um] |
|---|---|---|---|
| met2 | 0.249 | 0.49 | 4940 |
| met3 | 0.0495 | 0.067 | 675 |
| met4 | 0.00938 | 0.0080 | 81 |
| met1 | 0.234 | 0.44 | 4430 |
| met5 | 0 | 0 | 0 |
timing repair:
item                       4_1_cts  5_1_grt
pin swaps                       69       31
cloned                           1        0
buffers inserted                21        8
setup endpoints to repair       16       15
gates resized                  169       32
cell families after synthesis:
family | share of synthesized area
adders and majority gates | 0.450
and+or+nand+nor | 0.112
DFF | 0.191
AOI/OAI and AO/OA | 0.0645
xor gates and xnor gates | 0.0397
muxes | 0.0648
buffers and inverters | 0.0777
critical path: stages:
cell	delay [ns]
buf_6	0.10
buf_6	0.12
buf_6	0.12
and2_1	0.15
fa_1	0.50
fa_1	0.56
fa_1	0.45
fa_2	0.58
ha_4	0.21
ha_4	0.16
or3_4	0.33
o211ai_1	0.31
a21oi_1	0.13
xnor2_1	0.17
o221ai_1	0.12
layout by cell type (no fill, tap or decap), types with 5 or more instances in the layout:
| cell | netlist | layout |
|---|---|---|
| inv_1 | 74 | 63 |
| fa_1 | 71 | 63 |
| buf_4 | 0 | 52 |
| clkdlybuf4s50_1 | 0 | 41 |
| dfrtp_1 | 32 | 32 |
| buf_6 | 0 | 28 |
| and2_1 | 32 | 24 |
| nor2_1 | 21 | 19 |
| ha_1 | 37 | 19 |
| mux2_2 | 17 | 16 |
| xnor2_1 | 18 | 16 |
| ha_4 | 0 | 16 |
| nand2_1 | 25 | 14 |
| a21oi_1 | 17 | 12 |
| inv_2 | 0 | 11 |
| nand2_2 | 0 | 9 |
| buf_2 | 2 | 9 |
| mux2i_1 | 8 | 8 |
| and2_4 | 0 | 8 |
| fa_2 | 0 | 8 |
| a21o_1 | 5 | 5 |
| a21oi_2 | 1 | 5 |
| clkbuf_16 | 0 | 5 |
| dlygate4sd2_1 | 0 | 5 |
| buf_8 | 0 | 5 |
worst min path at each step:
stage,endpoint,slack [ns]
after CTS,Bout[0],0.27
after global routing,Bout[0],0.29
final,Bout[0],0.27
Power and IR drop assume default switching activity.
